## /design/flow/config.mk

```make
export PLATFORM = sky130hd
export DESIGN_NAME = top
export DESIGN_NICKNAME = top
export VERILOG_FILES = /design/flow/design.v
export SDC_FILE = /design/flow/constraint.sdc
export NUM_CORES = 4
export LEC_CHECK = 1
export CORE_UTILIZATION = 30
```

## /design/flow/run.sh

```bash
#!/bin/bash
# OpenROAD 26Q1-2900-gdf79404cd8, Yosys 0.63+post, stock flow scripts
make -C /OpenROAD-flow-scripts/flow DESIGN_CONFIG=/design/flow/config.mk WORK_HOME=/design/flow/orfs finish
```

## /design/flow/design.v

```verilog
`timescale 1ns / 1ps
module IPS(
    input CLK100MHZ,                  
    input wire IPS_L, IPS_M, IPS_R,   
    output reg IN1 = 1'b0,            
    output reg IN2 = 1'b0,            
    output reg IN3 = 1'b0,            
    output reg IN4 = 1'b0,            
    output reg [11:0] motor_duty_A = 12'b0,   
    output reg [11:0] motor_duty_B = 12'b0,   
    output reg [2:0] LED              
);
    always @(posedge CLK100MHZ) begin
        case({~IPS_L, ~IPS_M, ~IPS_R})  
            3'b000:  
            begin
                IN1 = 0; IN3 = 0;  
                IN2 = 0; IN4 = 0;
                motor_duty_A <= 12'd0;  
                motor_duty_B <= 12'd0;  
            end
            3'b111: 
            begin
                IN1 = 0; IN3 = 1;  
                IN2 = 1; IN4 = 0;
                motor_duty_A <= 12'd2048;   
                motor_duty_B <= 12'd2048;   
            end
            3'b010: 
            begin
                IN1 = 0; IN3 = 1;  
                IN2 = 1; IN4 = 0;
                motor_duty_A <= 12'd2048;  
                motor_duty_B <= 12'd2048;  
            end
            3'b100: 
            begin
                IN1 = 0; IN3 = 0;  
                IN2 = 1; IN4 = 1;  
                motor_duty_A <= 12'd2048;  
                motor_duty_B <= 12'd2048;  
            end
            3'b001: 
            begin
                IN1 = 1; IN3 = 1;  
                IN2 = 0; IN4 = 0;
                motor_duty_A <= 12'd2048;  
                motor_duty_B <= 12'd2048;  
            end
        endcase
        LED[3] <= ~IPS_L;   
        LED[4] <= ~IPS_M;   
        LED[5] <= ~IPS_R;   
    end
endmodule
`timescale 1ns / 1ps
module Overcurrent (
    input CLK100MHZ,         
    input OCA,               
    input OCB,               
    output reg ENA = 1,
    output reg ENB = 1,
    output reg overcurrent = 0
);
    reg oc_test;
    reg [24:0] oc_delay;
    initial begin
        oc_delay = 0;
        oc_test = 0;
    end
    always @(posedge CLK100MHZ) begin
        if(~OCA || ~OCB) begin
            oc_test = 1;
        end
        if(oc_test)begin
            oc_delay = oc_delay + 1;
            if(oc_delay == 0) begin
                if(~OCA || ~OCB) begin
                    ENA = 0; ENB = 0; overcurrent = 1;
                end else begin
                    oc_test = 0;
                end
            end
        end
    end
endmodule
module pwm #(parameter SIZE = 12, PERIOD = 4095)
(input CLK100MHZ,      
 input [SIZE-1:0] width,  
 output reg pulse);   
    reg [SIZE-1:0] counter;  
    initial begin
        counter = 0;     
        pulse = 0;       
    end
    always @(posedge CLK100MHZ) begin
        if (counter < PERIOD - 1)   
            counter <= counter + 1;  
        else
            counter <= 0;            
        pulse <= (counter < width) ? 1'b1 : 1'b0;  
    end
endmodule
`timescale 1ns / 1ps
module sevenseg(
    input CLK100MHZ,                 
    output reg [6:0] seg,            
    output reg [3:0] an,             
    input [13:0] number,             
    input overcurrent,               
    input IPS_L, IPS_M, IPS_R        
);
    reg [18:0] counter = 0;          
    reg [3:0] digit = 0;             
    wire [1:0] refresh;              
    initial begin
        seg = 7'b1111111;            
        an = 4'b1111;                
    end
    assign refresh = counter[18:17];  
    always @(posedge CLK100MHZ) begin
        counter <= counter + 1;      
        case(refresh)
            2'b00: begin  
                an = 4'b0111;   
                digit = ~IPS_L ? 4'h1 : (overcurrent ? 4'h6 : 4'hF);   
            end
            2'b01: begin
                an = 4'b1011;   
                digit = ~IPS_M ? 4'h2 : (overcurrent ? 4'h6 : 4'hF);   
            end
            2'b10: begin
                an = 4'b1101;   
                digit = ~IPS_R ? 4'h3 : (overcurrent ? 4'h6 : 4'hF);   
            end
            2'b11: begin
                an = 4'b1110;   
                digit = overcurrent ? 4'h6 : 4'hF;   
            end
        endcase
    end
    always @(*) begin
        case(digit)
            4'h6: seg = 7'b0000110;   
            4'h2: seg = 7'b1000110;   
            4'h3: seg = 7'b0001000;   
            4'h1: seg = 7'b1000111;   
            4'hF: seg = 7'b1111111;   
            default: seg = 7'b1111111;  
        endcase
    end
endmodule
`timescale 1ns / 1ps
module top(
    input CLK100MHZ,
    input [15:0] sw,
    output wire [15:0] LED,
    input IPS_L, IPS_M, IPS_R,
    output wire IN1, IN2, IN3, IN4,
    input OCA, OCB,         
    output ENA, ENB,
    output [6:0] seg,
    output [3:0] an
);
    reg [7:0] pwm_counter = 0;   
    reg [13:0] display = 14'd0180;
    wire [11:0] motor_duty_A_ips, motor_duty_B_ips;
    wire [11:0] motor_duty_A_oc, motor_duty_B_oc;
    wire [11:0] motor_duty_A, motor_duty_B;
    wire speed_A, speed_B;
    wire overcurrent_signal;
    reg reset = 0;
    IPS ips_module (
        .CLK100MHZ(CLK100MHZ),
        .IPS_L(IPS_L),
        .IPS_M(IPS_M),
        .IPS_R(IPS_R),
        .IN1(IN1),
        .IN2(IN2),
        .IN3(IN3),
        .IN4(IN4),
        .motor_duty_A(motor_duty_A_ips),
        .motor_duty_B(motor_duty_B_ips),
        .LED(LED[2:0])
    );
    Overcurrent oc_module (
        .CLK100MHZ(CLK100MHZ),
        .OCA(OCA),
        .OCB(OCB),
        .ENA(ENA),               
        .ENB(ENB),               
        .overcurrent(overcurrent_signal)
    );
    assign motor_duty_A = overcurrent_signal ? motor_duty_A_oc : motor_duty_A_ips;
    assign motor_duty_B = overcurrent_signal ? motor_duty_B_oc : motor_duty_B_ips;
    pwm #(12,4095) motor_A_pwm(
        .CLK100MHZ(CLK100MHZ),
        .width(motor_duty_A),
        .pulse(speed_A)
    );
    pwm #(12,4095) motor_B_pwm(
        .CLK100MHZ(CLK100MHZ),
        .width(motor_duty_B),
        .pulse(speed_B)
    );
    sevenseg s1 (
        .CLK100MHZ(CLK100MHZ),
        .seg(seg),
        .an(an),
        .number(display),
        .overcurrent(overcurrent_signal),
        .IPS_L(IPS_L),
        .IPS_M(IPS_M),
        .IPS_R(IPS_R)
    );
    assign LED[15:6] = 10'b0;
    assign LED[3] = 1'b0;
endmodule
```

## /design/flow/constraint.sdc

```tcl
current_design top

set clk_period 4.2
set clk_io_pct 0.2

create_clock -name clk0 -period $clk_period [get_ports {CLK100MHZ}]

set non_clock_inputs [all_inputs -no_clocks]
set_input_delay [expr $clk_period * $clk_io_pct] -clock clk0 $non_clock_inputs
set_output_delay [expr $clk_period * $clk_io_pct] -clock clk0 [all_outputs]
```

==> flow_summary_export.csv <==
group,metric,value,unit
outcome,status,"complete, no violations",
grt,grt_pass1_vias,1623,
sta,worst_pin_slew,894.2,ps
yosys,ys_ff,59,
sta,setup_tns,0,ps
drt,finalWirelength,4126,um
drt,drt-vias-per-instance,4.271,
hold_path,whs_endpoint,"s1.counter[0]",
yosys,top_area_share,32.66,%
yosys,ys_chip_area,0.002850,mm2
finish,syn_to_final_growth,17.08,%
job,drv_cap,0,
sta,skew,7.390,ps
power,leakagePower,1.255,nW
sta,period_used_share,70.65,%
floorplanning,die_width,99.47,um
grt,grt_max_degree,18,
critical_path,path_class,"flip-flop to flip-flop",
drt,wl_per_cell,9.731,um
grt,grt_first_pass_wirelength,7210,um
hold_path,whs_path_depth,1,
clocking,clk_latency,330,ps
yosys,ys_async_sr_fraction,0,%
drt,first_pass_iters,4,
floorplanning,rows,35,
yosys,postSynthSeqShare,52.33,%
clocking,cts_buffers,9,
placement,dp_hpwl,2839,um
power,finalPower,0.001461,W
placement,dp_cells,408,
sta,fmax,337.0,MHz
yosys,top_cells_by_count,"edfxtp_1, dfxtp_1, xnor2_1, nand2_1, buf_4",
sta,timing.hold.ws,403.2,ps
yosys,syn_inst,268,
critical_path,end_kind,"flip-flop",
placement,io_buffer_count,22,
critical_path,timing.rr.end,"oc_module.ENA",
clocking,cts_num_sinks,59,
critical_path,crit_fanout,8,
sta,setup_viol,0,
grt,grt_use_total,9.353,%
sta,finalHoldViolCount,0,
finish,final_util,36.11,%
yosys,yosysWarningCount,16,
clocking,cts_hold_buffers,0,
yosys,area_leaders,"edfxtp_1, dfxtp_1, xnor2_1",
sta,drv_slew,0,
hold_path,min_path_type,"flip-flop to flip-flop",
clocking,cts_setup_buffers,0,
grt,antenna_found_initial,0,
floorplanning,die_y,99.47,um
power,ir_worst_vdd,0.1926,mV
drt,diodes,0,
clocking,clk_path_buf_depth,2,
drt,vias,1811,
critical_path,worstPathRequired,4240,ps
yosys,yosysMostFrequentCell,"edfxtp_1",
yosys,synth.distinct_cells,43,
yosys,avgSynthCellArea,10.64,um2
floorplanning,ioPinCount,55,
yosys,synth-edff-count,31,
floorplanning,fp_util,30.85,%
job,tool_warnings,41,
critical_path,rr_startpoint,"oc_module.oc_delay[2]",
sta,relSlewSlack,39.89,%
grt,grt_remaining_overflow,0,
sta,rsz0062_at_grt,"false",
finish,drive_above_1_share,9.831,%
drt,drc,0,
drt,drtAntennaViolNets,0,
yosys,syn_area,0.002850,mm2
drt,drt_iter0_drc,85,
hold_path,hold_path.startpoint,"s1.counter[0]",
floorplanning,core,0.009240,mm2
critical_path,reg2reg_setup_slack,1230,ps
clocking,cts_resized,0,
clocking,cts_root_buf,"clkbuf_8",
critical_path,cp.arrival,3010,ps
placement,globalplace.congestion,0.7676,
finish,num-fill-cells,911,
floorplanning,dieArea,0.009894,mm2
yosys,ys.flop_type,"edfxtp_1",
finish,final_cell_count_no_fill,424,
finish,regArea,0.001491,mm2
finish,logic_area,0.001214,mm2
clocking,path_clk_slew,70,ps
critical_path,r2r_cells,7,
critical_path,cp-start-kind,"flip-flop",
clocking,cts_tree,"done",
sta,min_period,2967,ps
power,power_density,437.7,mW/mm2
clocking,htreeDepth,3,
yosys,yosys_cells,268,
yosys,largest_area_cell,"edfxtp_1",
-- kinds of logic after synthesis --
kind of cell               Yosys count  synth area share (%)
AOI/OAI and AO/OA                   20                 3.995
DFF                                 59                 52.33
adders and majority gates            2                0.8778
other                                2                0.2635
muxes                                4                 1.493
xor gates and xnor gates            46                 14.14
buffers and inverters               33                 7.199
and+or+nand+nor                    102                 19.71
-- worst max-delay path: stages, from the launching register on --
cell	delay [ps]
edfxtp_1	420
nand3_2	200
nor4_2	840
nand4_1	210
xnor2_1	210
nor4b_1	290
and4b_1	250
and4_1	260
-- state kept, by name, indices dropped and copies added, names as in the netlist --
| signal | flops |
|---|---|
| ips_module.IN4 | 1 |
| oc_module.overcurrent | 1 |
| oc_module.oc_delay | 25 |
| oc_module.ENA | 1 |
| s1.digit | 4 |
| ips_module.IN1 | 1 |
| oc_module.oc_test | 1 |
| s1.an | 4 |
| ips_module.IN3 | 1 |
| ips_module.IN2 | 1 |
| s1.counter | 19 |
-- layout make-up --
| cell class | instances | area share, % |
|---|---|---|
| clock buffers | 12 | 5.962 |
| flip-flops and latches | 59 | 44.69 |
| repair buffers | 23 | 6.824 |
| multi-input cells | 192 | 36.37 |
| clock inverters | 4 | 0.7499 |
| inverters | 5 | 0.5624 |
| well taps | 129 | 4.837 |
-- cell usage in the layout, fill, tap and decap left out, drive strengths merged, types with 7 or more instances in the layout --
master / instances
nor3: 9
xor2: 18
conb: 18
nand2: 23
xnor2: 28
and3: 7
nor2: 20
edfxtp: 31
o21ai: 9
nand3: 18
dfxtp: 28
clkdlybuf4s50: 22
clkbuf: 12
-- power breakdown --
| part | leakage [nW] | switching (W) | internal [W] |
|---|---|---|---|
| clock | 0.118 | 0.000223 | 0.000321 |
| combinational | 0.570 | 0.0000661 | 0.0000845 |
| sequential | 0.567 | 0.0000780 | 0.000688 |
| total | 1.26 | 0.000368 | 0.00109 |
-- metal layers --
layer / global-route usage (%) / part of all wire [%] / vias to the layer above / wire length, um
li1: - / - / 933 / -
met1: 14.57 / 51 / 833 / 2103
met2: 13.62 / 43 / 40 / 1765
met3: 3.217 / 5.4 / 5 / 224
met4: 0.9050 / 0.78 / 0 / 32
met5: 0 / 0 / - / 0
-- worst max path at each step --
stage | from | cells after the start | slack (ps) | endpoint
global route | oc_module.oc_delay[2] | 7 | 1000 | oc_module.ENA
finish | oc_module.oc_delay[2] | 7 | 1230 | oc_module.ENA
CTS | oc_module.oc_delay[2] | 7 | 1250 | oc_module.ENA
-- stage by stage --
| stage | worst slack, ps | instance area, um2 |
|---|---|---|
| floorplan | 1714 | 2910 |
| detailed placement | 1256 | 3113 |
| CTS | 1255 | 3337 |
| finish | 1233 | 3337 |
| global placement | 1274 | 3113 |
| global route | 995.3 | 3337 |
No activity file was given, so power comes from the tool's default toggle rates.
